==> ./design.v <==
module Cache#(
        parameter BIT_W = 32,
        parameter ADDR_W = 32
    )(
        input i_clk,
        input i_rst_n,
            input i_proc_cen,
            input i_proc_wen,
            input [ADDR_W-1:0] i_proc_addr,
            input [BIT_W-1:0]  i_proc_wdata,
            output [BIT_W-1:0] o_proc_rdata,
            output o_proc_stall,
            input i_proc_finish,
            output o_cache_finish,
            output o_mem_cen,
            output o_mem_wen,
            output [ADDR_W-1:0] o_mem_addr,
            output [BIT_W*4-1:0]  o_mem_wdata,
            input [BIT_W*4-1:0] i_mem_rdata,
            input i_mem_stall,
            output o_cache_available,
        input  [ADDR_W-1: 0] i_offset
    );
    assign o_cache_available = 1;
    assign o_cache_finish = (current_state == S_DONE);
    parameter CACHE_SIZE = 8;  
    parameter CACHE_LINE_W = 128;  
    localparam BLOCK_OFFSET_W = 2;  
    localparam BYTE_OFFSET_W = 2;   
    localparam INDEX_W = $clog2(CACHE_SIZE);  
    localparam TAG_W   = ADDR_W - INDEX_W - BLOCK_OFFSET_W - BYTE_OFFSET_W;
    localparam S_IDLE       = 2'd0;
    localparam S_COMPARE    = 2'd1;
    localparam S_ALLOCATE   = 2'd2;  
    localparam S_WRITE_BACK = 2'd3;  
    localparam S_FLUSH       = 3'd4;  
    localparam S_FLUSH_WRITE = 3'd5;  
    localparam S_DONE        = 3'd6;  
    reg [2:0] current_state, next_state;
    reg [31:0] flush_counter;
    reg [CACHE_LINE_W-1:0] cache_data  [0:CACHE_SIZE-1];
    reg [TAG_W-1:0]        cache_tag   [0:CACHE_SIZE-1];
    reg                    cache_valid [0:CACHE_SIZE-1];
    reg                    cache_dirty [0:CACHE_SIZE-1];  
    integer i;
    wire [ADDR_W-1:0] proc_addr_real;
    assign proc_addr_real = i_proc_addr - i_offset;
    wire [TAG_W-1:0]   tag_field;
    wire [(INDEX_W > 0 ? INDEX_W-1 : 0) : 0] index_field;
    wire [1:0]         word_offset;
    assign tag_field = proc_addr_real[ADDR_W-1 : ADDR_W-TAG_W];
    generate
        if (INDEX_W == 0) begin
            assign index_field = 0;  
        end
        else begin
            assign index_field = proc_addr_real[BLOCK_OFFSET_W + BYTE_OFFSET_W +: INDEX_W];
        end
    endgenerate
    assign word_offset = proc_addr_real[BYTE_OFFSET_W +: BLOCK_OFFSET_W];
    wire [CACHE_LINE_W-1:0] current_line_data;
    wire [TAG_W-1:0]        current_tag;
    wire                    current_valid;
    wire                    current_dirty;
    assign current_line_data = cache_data[index_field];
    assign current_tag       = cache_tag[index_field];
    assign current_valid     = cache_valid[index_field];
    assign current_dirty     = cache_dirty[index_field];
    wire is_hit = current_valid && (current_tag == tag_field);
    always @(*) begin
        case (current_state)
            S_IDLE: begin
                if (i_proc_finish) begin
                    next_state = S_FLUSH;  
                end
                else if (i_proc_cen) begin
                    next_state = S_COMPARE;
                end
                else begin
                    next_state = S_IDLE;
                end
            end
            S_COMPARE: begin
                if (is_hit) begin  
                    next_state = S_IDLE;
                end
                else begin  
                    if (current_valid && current_dirty)  
                        next_state = S_WRITE_BACK;
                    else  
                        next_state = S_ALLOCATE;
                end
            end
            S_ALLOCATE: begin
                if (!i_mem_stall)  
                    next_state = S_COMPARE;
                else  
                    next_state = S_ALLOCATE;
            end
            S_WRITE_BACK: begin
                if (!i_mem_stall)  
                    next_state = S_ALLOCATE;
                else  
                    next_state = S_WRITE_BACK;
            end
            S_FLUSH: begin
                if (flush_counter >= CACHE_SIZE) begin
                    next_state = S_DONE;  
                end
                else if (cache_valid[flush_counter] && cache_dirty[flush_counter]) begin
                    next_state = S_FLUSH_WRITE;  
                end
                else begin
                    next_state = S_FLUSH;  
                end
            end
            S_FLUSH_WRITE: begin
                if (!i_mem_stall) begin
                    next_state = S_FLUSH;  
                end
                else begin
                    next_state = S_FLUSH_WRITE;  
                end
            end
            S_DONE: begin
                next_state = S_DONE;  
            end
            default: next_state = S_IDLE;
        endcase
    end
    assign o_proc_rdata = current_line_data[(word_offset*32) +: 32];
    assign o_proc_stall = i_proc_cen && !(current_state == S_COMPARE && is_hit);
    assign o_mem_cen = (current_state == S_ALLOCATE) || 
                    (current_state == S_WRITE_BACK) || 
                    (current_state == S_FLUSH_WRITE);  
    assign o_mem_wen = (current_state == S_WRITE_BACK) || 
                    (current_state == S_FLUSH_WRITE);  
    assign o_mem_wdata = (current_state == S_FLUSH_WRITE) ? cache_data[flush_counter] : current_line_data;
    reg [ADDR_W-1:0] mem_addr_internal;
    always @(*) begin
        if (current_state == S_WRITE_BACK) begin
            if (INDEX_W == 0)
                mem_addr_internal = {current_tag, 4'b0000};
            else
                mem_addr_internal = {current_tag, index_field, 4'b0000};
        end
        else if (current_state == S_FLUSH_WRITE) begin
            if (INDEX_W == 0)
                mem_addr_internal = {cache_tag[0], 4'b0000};
            else
                mem_addr_internal = {cache_tag[flush_counter], flush_counter[INDEX_W-1:0], 4'b0000};
        end
        else begin
            if (INDEX_W == 0)
                mem_addr_internal = {tag_field, 4'b0000};
            else
                mem_addr_internal = {tag_field, index_field, 4'b0000};
        end
    end
    assign o_mem_addr = mem_addr_internal + i_offset;
    always @(posedge i_clk or negedge i_rst_n) begin
        if (!i_rst_n) begin
            current_state <= S_IDLE;
            flush_counter <= 0;
            for (i=0; i<CACHE_SIZE; i=i+1) begin
                cache_valid[i] <= 1'b0;
                cache_dirty[i] <= 1'b0;
                cache_tag[i]   <= 0;
                cache_data[i]  <= 0;
            end
        end else begin
            current_state <= next_state;
            case (current_state)
                S_COMPARE: begin
                    if (is_hit && i_proc_wen) begin
                        cache_data[index_field][(word_offset*32) +: 32] <= i_proc_wdata;
                        cache_dirty[index_field] <= 1'b1;
                    end
                end
                S_ALLOCATE: begin
                    if (!i_mem_stall) begin
                        cache_data[index_field]  <= i_mem_rdata;
                        cache_tag[index_field]   <= tag_field;
                        cache_valid[index_field] <= 1'b1;
                        cache_dirty[index_field] <= 1'b0;
                    end
                end
                S_FLUSH_WRITE: begin
                    if (!i_mem_stall) begin
                        cache_dirty[flush_counter] <= 1'b0;
                    end
                end
            endcase
            if (current_state == S_IDLE && i_proc_finish) begin
                flush_counter <= 0;
            end
            else if (current_state == S_FLUSH) begin
                if (!(cache_valid[flush_counter] && cache_dirty[flush_counter]))
                    flush_counter <= flush_counter + 1;
            end
            else if (current_state == S_FLUSH_WRITE && !i_mem_stall) begin
                flush_counter <= flush_counter + 1;
            end
        end
    end
endmodule
==> ./run.sh <==
#!/bin/bash
# OpenROAD 26Q1-2900-gdf79404cd8, Yosys 0.63+post, stock flow scripts
make -C /OpenROAD-flow-scripts/flow DESIGN_CONFIG=/design/flow/config.mk WORK_HOME=/design/flow/orfs finish
==> ./config.mk <==
export PLATFORM = sky130hd
export DESIGN_NAME = Cache
export DESIGN_NICKNAME = Cache
export VERILOG_FILES = /design/flow/design.v
export SDC_FILE = /design/flow/constraint.sdc
export NUM_CORES = 4
export LEC_CHECK = 1
export CORE_UTILIZATION = 50
==> ./constraint.sdc <==
current_design Cache

set clk_period 54.6
set clk_io_pct 0.2

create_clock -name clk0 -period $clk_period [get_ports {i_clk}]

set non_clock_inputs [all_inputs -no_clocks]
set_input_delay [expr $clk_period * $clk_io_pct] -clock clk0 $non_clock_inputs
set_output_delay [expr $clk_period * $clk_io_pct] -clock clk0 [all_outputs]
==> deck_impl_summary.md <==
Physical Implementation Snapshot

Clock tree
  – Buffer depth of the longest clock path: 3
  – CTS tree: yes
  – Hold_buf cts: 0
  – Clk latency of the worst-skew pair: slightly above 0.8 ns
  – Sink Count: 1279
  – Clock Pin Slew Worst Setup and Hold Paths: approximately 0.060 ns
  – Root Driver: clkbuf_16
  – Post-CTS sizing: 0
  – Setup Fix Bufs, Post-CTS: 0
  – CTS buffer count: roughly 150
  – Number of H-tree levels: 4

Setup path
  – CP endpoint kind: primary output
  – WS Path Type: input pin to primary output
  – Critical Path AT: just under 20 ns
  – Element type at the critical path start: input pin
  – CP max FO: 33
  – Crit path DRT: around 44 ns

Floorplanning
  – Starting Density: between 50% and 60%
  – Die Wd: 376 µm
  – Die ar.: 141000 µm²
  – Die Height: between 300 and 400 µm
  – Core Region: roughly 140000 µm²
  – I/O pin cnt: 427
  – Site row count: around 140

STA
  – Slew Viols, Final: 0
  – Period utilization: a little under three fifths
  – RSZ-0062 raised after global routing: false
  – Worst slew pin tran: approximately 1.3 ns
  – Fin crit period: 30.52 ns
  – Max Fclk: roughly 33 MHz
  – Final setup viols: 0
  – Clock Skew: approximately 0.039 ns
  – Slew margin rel.: between 10% and 20%
  – Setup TNS: 0 ns
  – Final Hold Fails: 0

Synthesis
  – Flops out of synthesis: around 1300
  – Top cell area share: between 40% and 50%
  – Distinct cells, synth: about 95
  – Synth Flop Type: dfrtp_1
  – Count leader, synth: dfrtp_1
  – Number of cells in Yosys stat: 7284
  – Yosys Chip Area: between 60000 and 70000 µm²
  – Cells after Synth: between 7000 and 8000
  – Top cells by count: dfrtp_1 (1278), nand2_1 (943), a22o_1 (750), clkbuf_1 (544), a21oi_1 (440)
  – Seq/Total Area, Yosys: a little under half
  – Area leader, netlist: dfrtp_1
  – Syn Std Cell Area: ~70000 µm²
  – YS warnings: 5
  – Number of enable flip-flop cells: 0
  – Syn Area/Cell: between 9 and 10 µm²
  – Top cells by area, synth: dfrtp_1 (46%), a22o_1 (9.4%), nand2_1 (5.1%)
  – Ys async rst share: 100%

Place
  – Instance area at placement: between 70000 and 80000 µm²
  – Routability cong.: 1.02
  – DP HPWL: ~210 mm
  – Input/output buffers: approximately 430

Global route
  – Gr ovfl total: 0
  – GR Util All Layers: between 50% and 60%
  – First-pass GRT wire length: around 500 mm
  – Initial antenna violation count: 36
  – Vias in the first global route: approximately 70000
  – Largest net degree at the start of global routing: approximately 120

Detailed routing
  – Total number of vias: 70500
  – Vias per std cell: between 7 and 8
  – Wire per inst: between 30 and 40 µm
  – DRT antenna net count: 0
  – DRT iter0 DRCs: between 8000 and 9000
  – First-pass DRT Iterations: 12
  – Drc violations: 0
  – Final wirelength: 354 mm

Power and ir drop
  – Maximum VDD drop: between 20 and 30 µV
  – Leakage: 34.5 nW
  – Pwr dens: 53.9 nW/µm²
  – PnR Total Power: 4.36 mW

Job
  – Total tool warning count: between 40 and 50
  – # Max-Cap Violations: 0

Cells and area
  – Final instance area: between 80000 and 90000 µm²
  – Final Core Density: between 50% and 60%
  – Layout cells sized above 1: between 10 and 15%
  – Layout area overhead: 15.7%
  – Layout fillers: ~12000

Outcome
  – Outcome: complete, no violations

Worst hold path
  – HP Class: register to register
kinds of logic after synthesis:
family	after synthesis	synth area share, %
simple gates	1749	10.7
mux	155	2.55
compound gates	3141	33.6
fa+ha+maj	68	1.23
other cells	1	0.00536
buf+inv	795	4.99
flops	1279	45.8
xor+xnor	96	1.20
layer usage:
| metal | global-route usage, % | vias up | share of wire (%) |
|---|---|---|---|
| met1 | 64.4 | 34200 | 34 |
| met3 | 31.8 | 1746 | 17 |
| met5 | 0.755 | - | 0.14 |
| met2 | 67.1 | 6138 | 40 |
| met4 | 35.9 | 70 | 9.3 |
| li1 | - | 28400 | - |
metrics by stage:
stage	cells	setup slack, ns	hold WS (ns)
2_1_floorplan	7284	27.05	0.408
3_3_place_gp	9145	24.33	0.455
3_5_place_dp	9145	24.37	0.458
4_1_cts	9398	24.32	0.479
5_1_grt	9402	23.94	0.502
6_report	9426	24.08	0.476
worst paths after layout:
path                       cells past startpoint  slack [ns]                end              from
hold / removal                                 1        0.48   current_state[3]  current_state[3]
setup / recovery                              27       24.08     o_mem_addr[31]       i_offset[3]
setup reg to reg                              16       47.69  flush_counter[27]  flush_counter[2]
max in group asynchronous                      5       41.27   cache_tag[7][15]           i_rst_n
min in group asynchronous                      1       10.01   cache_data[0][8]           i_rst_n
hold reg to reg                                1        0.48   current_state[3]  current_state[3]
layout by cell type, fill, tap and decap left out, types with 146 or more instances in the layout:
| cell type | synthesis | final |
|---|---|---|
| a22o_1 | 750 | 750 |
| clkdlybuf4s50_1 | 0 | 424 |
| nand3_1 | 159 | 146 |
| nor2_1 | 388 | 379 |
| o2bb2ai_1 | 251 | 250 |
| a22oi_1 | 276 | 275 |
| o21ai_0 | 408 | 408 |
| clkbuf_16 | 0 | 146 |
| dfrtp_1 | 1278 | 1275 |
| buf_4 | 8 | 286 |
| nand2_1 | 943 | 935 |
| a221oi_1 | 247 | 247 |
| a21oi_1 | 440 | 440 |
| a222oi_1 | 160 | 160 |
critical path: stages:
cell and delay [ns]:
clkdlybuf4s50_1 0.48, inv_1 0.05, ha_1 0.57, a21o_1 0.48, nand3_1 0.60, nand2_4 0.56
buf_4 0.63, buf_4 0.60, mux2_2 0.41, nand3_1 0.08, o221ai_1 0.22, o211a_1 0.32
ha_1 0.22, a21o_1 0.17, a21o_1 0.17, a21o_1 0.22, a21oi_1 0.12, o21a_1 0.23
o21ai_0 0.23, a21oi_1 0.28, a21oi_1 0.19, a41o_1 0.31, or4_1 0.44, a31o_2 0.25
a21oi_1 0.17, xnor2_1 0.14, clkdlybuf4s50_1 0.47
state kept, by name, indices dropped and copies added, names as in the netlist:
register       flops
current_state      7
cache_dirty        8
flush_counter     32
cache_data      1024
cache_valid        8
cache_tag        200
layout make-up:
cell class,count,area [µm²],area share (%)
tap,1863,2330,2.88
clock buffer,206,4120,5.09
multi-input combinational,5210,34900,43.1
antenna,28,70.1,0.0865
sequential,1279,32000,39.5
inverter,70,263,0.325
clock inverter,47,619,0.765
timing repair buffer,723,6660,8.22
report_power, final:
part	internal [mW]	total [mW]	switching [mW]
sequential	1.32	1.66	0.340
combinational	0.678	1.70	1.03
clock	0.567	0.998	0.431
Power figures rest on the tool's default switching activity, not on a simulated workload.
