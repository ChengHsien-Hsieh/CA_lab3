File: design.v
module ALU #(
    parameter BIT_W = 32
)(
    input  [BIT_W-1:0] i_ALUIn1,
    input  [BIT_W-1:0] i_ALUIn2,
    input  [3:0]       i_ALUCtrl,
    output reg [BIT_W-1:0] o_ALUResult,
    output reg             o_BranchTaken
);
    always @(*) begin
        o_ALUResult = 32'b0;
        o_BranchTaken = 1'b0;
        case (i_ALUCtrl)
            4'b0000: o_ALUResult = i_ALUIn1 + i_ALUIn2;   
            4'b0001: o_ALUResult = i_ALUIn1 - i_ALUIn2;   
            4'b0010: o_ALUResult = i_ALUIn1 & i_ALUIn2;   
            4'b0011: o_ALUResult = i_ALUIn1 ^ i_ALUIn2;   
            4'b0100: o_ALUResult = i_ALUIn1 * i_ALUIn2;   
            4'b0101: o_ALUResult = i_ALUIn1 << i_ALUIn2[4:0];   
            4'b0110: o_ALUResult = ($signed(i_ALUIn1) < $signed(i_ALUIn2)) ? 32'b1 : 32'b0;   
            4'b0111: o_ALUResult = $signed(i_ALUIn1) >>> i_ALUIn2[4:0];   
            4'b1000: o_BranchTaken = (i_ALUIn1 == i_ALUIn2);   
            4'b1001: o_BranchTaken = (i_ALUIn1 != i_ALUIn2);   
            4'b1010: o_BranchTaken = ($signed(i_ALUIn1) < $signed(i_ALUIn2));   
            4'b1011: o_BranchTaken = ($signed(i_ALUIn1) >= $signed(i_ALUIn2));   
            default: o_ALUResult = 32'b0;
        endcase
    end
endmodule
module CPU #(                                                                                   
    parameter BIT_W = 32                                                                         
)(                                                                                               
        input               i_clk,                                                               
        input               i_rst_n,                                                             
        input  [BIT_W-1:0]  i_IMEM_data,                                                         
        output [BIT_W-1:0]  o_IMEM_addr,                                                         
        output              o_IMEM_cen,                                                          
        input               i_DMEM_stall,                                                        
        input  [BIT_W-1:0]  i_DMEM_rdata,                                                        
        output              o_DMEM_cen,                                                          
        output              o_DMEM_wen,                                                          
        output [BIT_W-1:0]  o_DMEM_addr,                                                         
        output [BIT_W-1:0]  o_DMEM_wdata,                                                        
        output              o_finish,                                                            
        input               i_cache_finish,                                                      
        output              o_proc_finish                                                        
);                                                                                               
    wire        ALUSrcA;
    wire        JAL;
    wire        JALR;
    wire        Branch;
    wire        MemRead;
    wire        MemToReg;
    wire        MemWrite;
    wire        ALUSrcB;
    wire        RegWrite;
    wire [3:0]  ALUCtrl;
    wire        is_ecall;
    Control control_unit(
        .i_OPcode    (i_IMEM_data[6:0]),
        .i_Funct3    (i_IMEM_data[14:12]),
        .i_Funct7    (i_IMEM_data[31:25]),
        .imm_system  (i_IMEM_data[31:20]),
        .o_ALUSrcA   (ALUSrcA),
        .o_JAL       (JAL),
        .o_JALR      (JALR),
        .o_Branch    (Branch),
        .o_MemRead   (MemRead),
        .o_MemToReg  (MemToReg),
        .o_MemWrite  (MemWrite),
        .o_ALUSrcB   (ALUSrcB),
        .o_RegWrite  (RegWrite),
        .o_ALUCtrl   (ALUCtrl),
        .o_is_ecall  (is_ecall)
    );
    wire [BIT_W-1:0] Imm;
    ImmGen #(.BIT_W(BIT_W)) imm_gen(
        .i_Instruction (i_IMEM_data),
        .i_OPcode      (i_IMEM_data[6:0]),
        .o_Imm         (Imm)
    );
    wire [BIT_W-1:0] RS1Data, RS2Data;
    wire [BIT_W-1:0] WriteData;
    Reg_file reg0(               
        .i_clk   (i_clk),             
        .i_rst_n (i_rst_n), 
        .wen     (RegWrite && !i_DMEM_stall),
        .rs1     (i_IMEM_data[19:15]),
        .rs2     (i_IMEM_data[24:20]),
        .rd      (i_IMEM_data[11:7]),
        .wdata   (WriteData),
        .rdata1  (RS1Data),
        .rdata2  (RS2Data)
    );
    wire [BIT_W-1:0] PC;
    wire [BIT_W-1:0] PC_plus4;
    wire             BranchTaken;
    PC_Module #(.BIT_W(BIT_W)) pc_module(
        .i_clk         (i_clk),
        .i_rst_n       (i_rst_n),
        .i_stall       (i_DMEM_stall),
        .i_Branch      (Branch),
        .i_JAL         (JAL),
        .i_JALR        (JALR),
        .i_BranchTaken (BranchTaken),
        .i_Imm         (Imm),
        .i_RS1Data     (RS1Data),
        .o_PC          (PC),
        .o_PCPlus4     (PC_plus4)
    );
    wire [BIT_W-1:0] ALUIn1 = ALUSrcA ? PC : RS1Data;
    wire [BIT_W-1:0] ALUIn2 = ALUSrcB ? Imm : RS2Data;
    wire [BIT_W-1:0] ALUResult;
    ALU #(.BIT_W(BIT_W)) alu(
        .i_ALUIn1      (ALUIn1),
        .i_ALUIn2      (ALUIn2),
        .i_ALUCtrl     (ALUCtrl),
        .o_ALUResult   (ALUResult),
        .o_BranchTaken (BranchTaken)
    );
    assign WriteData = MemToReg ? i_DMEM_rdata : 
                       (JAL | JALR) ? PC_plus4 : 
                       ALUResult;
    assign o_IMEM_addr = PC;
    assign o_IMEM_cen = 1'b1;
    assign o_DMEM_cen = MemRead | MemWrite;
    assign o_DMEM_wen = MemWrite;
    assign o_DMEM_addr = ALUResult;
    assign o_DMEM_wdata = RS2Data;
    assign o_finish = i_cache_finish;  
    assign o_proc_finish = is_ecall;
endmodule
module Control (
    input  [6:0] i_OPcode,
    input  [2:0] i_Funct3,
    input  [6:0] i_Funct7,
    input  [11:0] imm_system,
    output reg        o_ALUSrcA,
    output reg        o_JAL,
    output reg        o_JALR,
    output reg        o_Branch,
    output reg        o_MemRead,
    output reg        o_MemToReg,
    output reg        o_MemWrite,
    output reg        o_ALUSrcB,
    output reg        o_RegWrite,
    output reg [3:0]  o_ALUCtrl,
    output reg        o_is_ecall
);
    localparam OP_R     = 7'b0110011;  
    localparam OP_I     = 7'b0010011;  
    localparam OP_LOAD  = 7'b0000011;  
    localparam OP_STORE = 7'b0100011;  
    localparam OP_BRANCH= 7'b1100011;  
    localparam OP_JAL   = 7'b1101111;  
    localparam OP_JALR  = 7'b1100111;  
    localparam OP_AUIPC = 7'b0010111;  
    localparam OP_SYSTEM= 7'b1110011;  
    always @(*) begin
        o_ALUSrcA = 1'b0;
        o_JAL = 1'b0;
        o_JALR = 1'b0;
        o_Branch = 1'b0;
        o_MemRead = 1'b0;
        o_MemToReg = 1'b0;
        o_MemWrite = 1'b0;
        o_ALUSrcB = 1'b0;
        o_RegWrite = 1'b0;
        o_ALUCtrl = 4'b0000;
        o_is_ecall = 1'b0;
        case (i_OPcode)
            OP_R: begin   
                o_RegWrite = 1'b1;
                o_ALUSrcB = 1'b0;
                case ({i_Funct7, i_Funct3})
                    10'b0000000_000: o_ALUCtrl = 4'b0000;  
                    10'b0100000_000: o_ALUCtrl = 4'b0001;  
                    10'b0000000_111: o_ALUCtrl = 4'b0010;  
                    10'b0000000_100: o_ALUCtrl = 4'b0011;  
                    10'b0000001_000: o_ALUCtrl = 4'b0100;  
                    default: o_ALUCtrl = 4'b0000;
                endcase
            end
            OP_I: begin   
                o_RegWrite = 1'b1;
                o_ALUSrcB = 1'b1;
                case (i_Funct3)
                    3'b000: o_ALUCtrl = 4'b0000;  
                    3'b001: o_ALUCtrl = 4'b0101;  
                    3'b010: o_ALUCtrl = 4'b0110;  
                    3'b101: o_ALUCtrl = 4'b0111;  
                    default: o_ALUCtrl = 4'b0000;
                endcase
            end
            OP_LOAD: begin   
                o_RegWrite = 1'b1;
                o_ALUSrcB = 1'b1;
                o_MemRead = 1'b1;
                o_MemToReg = 1'b1;
                o_ALUCtrl = 4'b0000;  
            end
            OP_STORE: begin   
                o_ALUSrcB = 1'b1;
                o_MemWrite = 1'b1;
                o_ALUCtrl = 4'b0000;  
            end
            OP_BRANCH: begin   
                o_Branch = 1'b1;
                case (i_Funct3)
                    3'b000: o_ALUCtrl = 4'b1000;  
                    3'b001: o_ALUCtrl = 4'b1001;  
                    3'b100: o_ALUCtrl = 4'b1010;  
                    3'b101: o_ALUCtrl = 4'b1011;  
                    default: o_ALUCtrl = 4'b1000;
                endcase
            end
            OP_JAL: begin   
                o_RegWrite = 1'b1;
                o_JAL = 1'b1;
            end
            OP_JALR: begin   
                o_RegWrite = 1'b1;
                o_JALR = 1'b1;
                o_ALUSrcB = 1'b1;
            end
            OP_AUIPC: begin   
                o_RegWrite = 1'b1;
                o_ALUSrcA = 1'b1;
                o_ALUSrcB = 1'b1;   
                o_ALUCtrl = 4'b0000;   
            end
            OP_SYSTEM: begin   
                if (i_Funct3 == 3'b000 && imm_system == 12'b0)
                    o_is_ecall = 1'b1;
            end
        endcase
    end
endmodule
module ImmGen #(
    parameter BIT_W = 32
)(
    input  [BIT_W-1:0] i_Instruction,
    input  [6:0]       i_OPcode,
    output reg [BIT_W-1:0] o_Imm
);
    localparam OP_I     = 7'b0010011;
    localparam OP_LOAD  = 7'b0000011;
    localparam OP_STORE = 7'b0100011;
    localparam OP_BRANCH= 7'b1100011;
    localparam OP_JAL   = 7'b1101111;
    localparam OP_JALR  = 7'b1100111;
    localparam OP_AUIPC = 7'b0010111;
    always @(*) begin
        case (i_OPcode)
            OP_I, OP_LOAD, OP_JALR:   
                o_Imm = {{20{i_Instruction[31]}}, i_Instruction[31:20]};
            OP_STORE:   
                o_Imm = {{20{i_Instruction[31]}}, i_Instruction[31:25], i_Instruction[11:7]};
            OP_BRANCH:   
                o_Imm = {{19{i_Instruction[31]}}, i_Instruction[31], i_Instruction[7], i_Instruction[30:25], i_Instruction[11:8], 1'b0};
            OP_AUIPC:   
                o_Imm = {i_Instruction[31:12], 12'b0};
            OP_JAL:   
                o_Imm = {{11{i_Instruction[31]}}, i_Instruction[31], i_Instruction[19:12], i_Instruction[20], i_Instruction[30:21], 1'b0};
            default:
                o_Imm = 32'b0;
        endcase
    end
endmodule
module PC_Module #(
    parameter BIT_W = 32
)(
    input               i_clk,
    input               i_rst_n,
    input               i_stall,
    input               i_Branch,
    input               i_JAL,
    input               i_JALR,
    input               i_BranchTaken,
    input  [BIT_W-1:0]  i_Imm,
    input  [BIT_W-1:0]  i_RS1Data,
    output reg [BIT_W-1:0] o_PC,
    output     [BIT_W-1:0] o_PCPlus4
);
    reg  [BIT_W-1:0] PCNext;
    wire [BIT_W-1:0] BranchAddr;
    wire [BIT_W-1:0] JalrAddr;
    assign o_PCPlus4 = o_PC + 4;
    assign BranchAddr = o_PC + i_Imm;
    assign JalrAddr = (i_RS1Data + i_Imm) & ~32'b1;
    always @(*) begin
        if (i_JAL)
            PCNext = BranchAddr;
        else if (i_JALR)
            PCNext = JalrAddr;
        else if (i_Branch & i_BranchTaken)
            PCNext = BranchAddr;
        else
            PCNext = o_PCPlus4;
    end
    always @(posedge i_clk or negedge i_rst_n) begin
        if (!i_rst_n)
            o_PC <= 32'h00010000;
        else if (!i_stall)
            o_PC <= PCNext;
    end
endmodule
module Reg_file(i_clk, i_rst_n, wen, rs1, rs2, rd, wdata, rdata1, rdata2);
    parameter BITS = 32;
    parameter word_depth = 32;
    parameter addr_width = 5;  
    input i_clk, i_rst_n, wen;  
    input [BITS-1:0] wdata;
    input [addr_width-1:0] rs1, rs2, rd;
    output [BITS-1:0] rdata1, rdata2;
    reg [BITS-1:0] mem [0:word_depth-1];
    reg [BITS-1:0] mem_nxt [0:word_depth-1];
    integer i;
    assign rdata1 = mem[rs1];
    assign rdata2 = mem[rs2];
    always @(*) begin
        for (i=0; i<word_depth; i=i+1)
            mem_nxt[i] = (wen && (rd == i)) ? wdata : mem[i];
    end
    always @(posedge i_clk or negedge i_rst_n) begin
        if (!i_rst_n) begin
            mem[0] <= 0;
            for (i=1; i<word_depth; i=i+1) begin
                case(i)
                    32'd2: mem[i] <= 32'hbffffff0;
                    32'd3: mem[i] <= 32'h10008000;
                    default: mem[i] <= 32'h0;
                endcase
            end
        end
        else begin
            mem[0] <= 0;
            for (i=1; i<word_depth; i=i+1)
                mem[i] <= mem_nxt[i];
        end       
    end
endmodule
File: constraint.sdc
current_design CPU

set clk_period 43.3
set clk_io_pct 0.2

create_clock -name clk0 -period $clk_period [get_ports {i_clk}]

set non_clock_inputs [all_inputs -no_clocks]
set_input_delay [expr $clk_period * $clk_io_pct] -clock clk0 $non_clock_inputs
set_output_delay [expr $clk_period * $clk_io_pct] -clock clk0 [all_outputs]
File: run.sh
#!/bin/bash
# OpenROAD 26Q1-2900-gdf79404cd8, Yosys 0.63+post, stock flow scripts
make -C /OpenROAD-flow-scripts/flow DESIGN_CONFIG=/design/flow/config.mk WORK_HOME=/design/flow/orfs finish
File: config.mk
export PLATFORM = sky130hd
export DESIGN_NAME = CPU
export DESIGN_NICKNAME = CPU
export VERILOG_FILES = /design/flow/design.v
export SDC_FILE = /design/flow/constraint.sdc
export NUM_CORES = 4
export LEC_CHECK = 1
export CORE_UTILIZATION = 30
==> CHANGELOG.md <==
### Metrics

* Outcome: finished clean
* Initial antenna violation count at 48
* Pwr Density at 27.7 nW/um^2
* Tmin final at 30,870 ps
* Slew @ Worst Pin at 1290 ps
* Final total power at 2.51 mW
* Flop2flop setup slack at 30,640 ps
* Site Rows at 188
* Total track usage at 38.0%
* CP startpoint kind: input pin
* Max frequency at 32.4 MHz
* Setup CP Type: input pin to output pin
* PortBufs at 165
* Distinct lib cells at 121
* Grt total ovfl at 0
* Die Y-Extent at 517 um
* Ys async rst share at 100%
* Worst min path class: flop to flop
* CP required at 34,640 ps
* Clock Path Buffers at 3
* Die ar. at 268,000 um^2
* Endpoints failing setup at 0
* Chip area line of the yosys report at 79,600 um^2
* Max_cap viols at 0
* Dominant flop cell: dfrtp_1
* Yosys reg bits at 1,024
* Worst path max stage delay at 1090 ps
* Cell Area, Synth at 79,600 um^2
* Top cells by area: dfrtp_1, fa_1, a22oi_1
* First-pass GRT wire length at 670,000 um
* Final worst setup slack at 12,430 ps
* Seq/Total Area, Yosys at 32.2%
* Clock Skew at 91.3 ps
* Worst-path maximum fanout at 40
* Crit-path leading delay family: adder cells
* Worst vdd ir at 0.0344 mV
* Fin util at 34.4%
* Starting Density at 30.3%
* TNS Setup at 0 ps
* Routed wire length at 496,000 um
* # H-tree levels at 3
* Setup crit end kind: output pin
* Non-Filler Instances at 12,800
* Gpl congestion at 1.09
* DR pass1 iterations at 10
* Post-CTS sizing at 0
* Antenna viol nets, final at 0
* CTS Buf Count at 112
* Vias per std cell at 6.37
* Largest net degree at the start of global routing at 131
* WL/cell at 38.6 um
* Hold Buf Count CTS at 0
* Core area at 263,000 um^2
* Dpl hpwl at 348,000 um
* Post-CTS Repair Setup Buffers at 0
* P&R area growth vs syn at 13.8%
* Synth Instances at 9,189
* Placed cells at 12,600
* Synth area leader: dfrtp_1
* Critical Path AT at 22,210 ps
* Vias in the first global route at 80,300
* Ys cells at 9,189
* Root Driver: clkbuf_16
* Critical-path top delay cell: nor4_1
* Share of cells above drive strength 1 at 12.4%
* IO Count at 169
* Hold Vio Cnt, Final at 0
* Leakage power at 41.6 nW
* Die Wd at 517 um
* DR vias at 81,700
* CTS tree: yes
* Pins over their slew limit at 0
* Post-synth EDFFs at 0
* Post-Syn Area per Cell at 8.67 um^2
* Top cell by count, worst path: fa_1
* Clock Sinks at 1,024
* Log Warnings at 67
* Max-Slew Margin vs Limit at 13.1%
* Syn. warnings at 7
* Clk latency late pin at 840 ps
* # DRC at 0
* Initial DRC count at 10,000
* Final period util at 71.3%
* RSZ-0062 raised after global routing: false
* Worst slack at placement at 13,110 ps
* Crit path buffers/inverters at 10
* Clk pin slew, worst setup/hold paths at 70 ps
* Top area contributor share at 31.2%
-- stage by stage --
| step | hold slack (ps) | cell area, um^2 |
|---|---|---|
| floorplan | 449 | 79600 |
| global placement | 465 | 86600 |
| finish | 492 | 90600 |
| global route | 502 | 90600 |
| CTS | 488 | 90500 |
| detailed placement | 473 | 86600 |
-- final timing paths --
path                       depth (start not counted)          endpoint             from
setup / recovery                                  34   o_DMEM_addr[30]  i_IMEM_data[23]
hold / removal                                     2    reg0.mem[1][2]   reg0.mem[1][2]
setup reg to reg                                  32  reg0.mem[11][30]  reg0.mem[29][3]
hold reg to reg                                    2    reg0.mem[1][2]   reg0.mem[1][2]
max in group asynchronous                          5  reg0.mem[26][22]          i_rst_n
min in group asynchronous                          1    reg0.mem[5][8]          i_rst_n
-- cells by family (layout without fill, tap and decap cells) --
| logic type | after synthesis | in the layout | synth area share (%) |
|---|---|---|---|
| xor gates and xnor gates | 187 | 187 | 2.14 |
| and+or+nand+nor | 3153 | 3153 | 18.4 |
| DFF | 1024 | 1024 | 32.2 |
| muxes | 409 | 409 | 5.95 |
| buffers and inverters | 1300 | 1372 | 6.89 |
| other | 1 | 54 | 0.00471 |
| AOI/OAI and AO/OA | 2453 | 2453 | 20.1 |
| adders and majority gates | 662 | 662 | 14.3 |
-- final cells by class --
class                   instances  area, um^2
fillers                     26600      173000
multi-input cells            6865       49500
flip-flops and latches       1024       25700
repair buffers                578        4760
well taps                    3515        4400
clock buffers                 153        3160
inverters                     586        2200
clock inverters                55         788
diodes                         53         133
-- layout by cell type, fill, tap and decap left out, types with 47 or more instances in the layout --
| master | Yosys | layout |
|---|---|---|
| dfrtp_1 | 994 | 994 |
| clkdlybuf4s50_1 | 0 | 154 |
| a21oi_1 | 589 | 580 |
| a2111oi_0 | 110 | 109 |
| o21ai_0 | 472 | 470 |
| xnor2_1 | 135 | 135 |
| buf_4 | 47 | 409 |
| inv_1 | 559 | 559 |
| fa_1 | 412 | 412 |
| mux2i_1 | 160 | 151 |
| clkbuf_16 | 0 | 113 |
| nand3_1 | 226 | 225 |
| o21ai_1 | 175 | 169 |
| a21o_1 | 81 | 81 |
| diode_2 | 0 | 53 |
| a22oi_1 | 553 | 552 |
| xor2_1 | 47 | 47 |
| nor3_1 | 82 | 71 |
| a22o_1 | 49 | 49 |
| and3_1 | 406 | 405 |
| nand4_1 | 146 | 146 |
| mux2_2 | 212 | 212 |
| nor2_1 | 1035 | 950 |
| ha_1 | 250 | 250 |
| nor2_4 | 0 | 77 |
| nand2_1 | 961 | 953 |
-- cells in the mapped netlist, drive strengths merged (20+ instances only) --
master / n
clkbuf: 432
fa: 412
o22ai: 20
nand4: 146
nor3: 82
nor2: 1037
nand3: 228
o21a: 25
o21bai: 29
o21ai: 652
and3: 407
ha: 250
mux2: 213
a2111oi: 121
nor4: 27
xor2: 47
nand2: 963
inv: 571
nor2b: 30
mux2i: 181
a211oi: 32
or4: 48
a21o: 81
a22o: 49
o211ai: 22
xnor2: 135
a22oi: 554
dfrtp: 994
a31oi: 36
a221oi: 41
or3: 28
buf: 282
dfstp: 30
a21oi: 615
nand2b: 39
-- tightest hold or removal path, stage by stage, from the launching register on --
cell and delay, ps:
dfrtp_1 350, nand2_1 50, o21ai_0 60
-- sequential cells by signal, indices dropped and copies added (netlist names) --
signal,count
reg0.mem,992
pc_module.o_PC,32
-- layer usage --
layer / vias up / global-route usage [%] / part of all wire (%)
li1: 32500 / - / -
met1: 39800 / 43.1 / 34
met2: 6904 / 51.5 / 40
met3: 2493 / 21.8 / 15
met4: 60 / 30.3 / 11
met5: - / 5.32 / 0.42
-- power breakdown --
part	leakage (nW)	switching, mW	internal (mW)	total (mW)
Sequential	14.1	0.0528	0.982	1.03
Clock	1.92	0.445	0.602	1.05
Combinational	25.6	0.307	0.125	0.431
Power and IR drop assume default switching activity.
